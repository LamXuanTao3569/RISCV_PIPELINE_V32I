### ./run.sh
#!/bin/bash
# OpenROAD 26Q1-2900-gdf79404cd8, Yosys 0.63+post, stock flow scripts
make -C /OpenROAD-flow-scripts/flow DESIGN_CONFIG=/design/flow/config.mk WORK_HOME=/design/flow/orfs finish
### ./config.mk
export PLATFORM = sky130hd
export DESIGN_NAME = riscv_single
export DESIGN_NICKNAME = riscv_single
export VERILOG_FILES = /design/flow/design.v
export SDC_FILE = /design/flow/constraint.sdc
export NUM_CORES = 4
export LEC_CHECK = 1
export CORE_UTILIZATION = 40
### ./constraint.sdc
current_design riscv_single

set clk_period 12.1
set clk_io_pct 0.2

create_clock -name clk0 -period $clk_period [get_ports {clk}]

set non_clock_inputs [all_inputs -no_clocks]
set_input_delay [expr $clk_period * $clk_io_pct] -clock clk0 $non_clock_inputs
set_output_delay [expr $clk_period * $clk_io_pct] -clock clk0 [all_outputs]
### ./design.v
module alu (
    input  wire [31:0] a, b,
    input  wire [2:0]  control,
    output wire [31:0] result
);
    reg [31:0] res;
    always @(*) begin
        case (control)
            3'b000: res = a + b;
            default: res = a + b;
        endcase
    end
    assign result = res;
endmodule
module control_unit (
    input  wire [6:0] opcode,
    input  wire [2:0] funct3,
    output wire       reg_write,
    output wire       mem_write,
    output wire       alu_src,
    output wire [1:0] result_src,
    output wire [2:0] alu_control
);
    reg r_reg_write, r_mem_write, r_alu_src;
    reg [1:0] r_result_src;
    reg [2:0] r_alu_control;
    always @(*) begin
        case (opcode)
            7'b0010011: begin  
                r_reg_write   = 1;
                r_mem_write   = 0;
                r_alu_src     = 1;
                r_result_src  = 2'b00;
                r_alu_control = 3'b000;
            end
            7'b0110011: begin  
                r_reg_write   = 1;
                r_mem_write   = 0;
                r_alu_src     = 0;
                r_result_src  = 2'b00;
                r_alu_control = 3'b000;
            end
            default: begin
                r_reg_write   = 0;
                r_mem_write   = 0;
                r_alu_src     = 0;
                r_result_src  = 2'b00;
                r_alu_control = 3'b000;
            end
        endcase
    end
    assign reg_write = r_reg_write;
    assign mem_write = r_mem_write;
    assign alu_src = r_alu_src;
    assign result_src = r_result_src;
    assign alu_control = r_alu_control;
endmodule
module dmem (
    input  wire        clk,
    input  wire        we,
    input  wire [31:0] addr,
    input  wire [31:0] write_data,
    output wire [31:0] read_data
);
    reg [31:0] mem [0:31];
    always @(posedge clk) begin
        if (we) mem[addr[31:2]] <= write_data;
    end
    assign read_data = mem[addr[31:2]];
endmodule
module imem (
    input  wire [31:0] addr,
    output wire [31:0] instr
);
    reg [31:0] mem [0:31];
    initial begin
        mem[0] = 32'h00500093;  
        mem[1] = 32'h00700113;  
        mem[2] = 32'h002081b3;  
    end
    assign instr = mem[addr[31:2]];
endmodule
module regfile (
    input  wire        clk,
    input  wire        we,
    input  wire [4:0]  rs1, rs2, rd,
    input  wire [31:0] write_data,
    output wire [31:0] read_data1, read_data2
);
    reg [31:0] regs [0:31];
    initial regs[0] = 32'h0;
    always @(posedge clk) begin
        if (we && rd != 0) regs[rd] <= write_data;
    end
    assign read_data1 = (rs1 == 0) ? 32'h0 : regs[rs1];
    assign read_data2 = (rs2 == 0) ? 32'h0 : regs[rs2];
endmodule
module riscv_single (
    input  wire        clk,
    input  wire        reset,
    output wire [31:0] pc,
    output wire [31:0] alu_result
);
    wire [31:0] instr, reg_data1, reg_data2, alu_out, imm, write_data, mem_data;
    wire [4:0]  rs1, rs2, rd;
    wire [6:0]  opcode;
    wire [2:0]  funct3;
    wire        reg_write, mem_write, alu_src;
    wire [1:0]  result_src;
    wire [2:0]  alu_control;
    reg [31:0] pc_reg;  
    wire [31:0] pc_next;
    always @(posedge clk or posedge reset) begin
        if (reset) pc_reg <= 32'b0;
        else       pc_reg <= pc_next;
    end
    assign pc = pc_reg;
    assign pc_next = pc + 4;
    imem imem (.addr(pc), .instr(instr));
    assign opcode = instr[6:0];
    assign rs1    = instr[19:15];
    assign rs2    = instr[24:20];
    assign rd     = instr[11:7];
    assign funct3 = instr[14:12];
    assign imm    = {{20{instr[31]}}, instr[31:20]};
    control_unit cu (
        .opcode(opcode), .funct3(funct3),
        .reg_write(reg_write), .mem_write(mem_write), .alu_src(alu_src),
        .result_src(result_src), .alu_control(alu_control)
    );
    regfile rf (
        .clk(clk), .we(reg_write), .rs1(rs1), .rs2(rs2), .rd(rd),
        .write_data(write_data), .read_data1(reg_data1), .read_data2(reg_data2)
    );
    wire [31:0] alu_in2 = alu_src ? imm : reg_data2;
    alu alu (.a(reg_data1), .b(alu_in2), .control(alu_control), .result(alu_out));
    dmem dmem (
        .clk(clk), .we(mem_write), .addr(alu_out), .write_data(reg_data2),
        .read_data(mem_data)
    );
    assign write_data = (result_src == 2'b00) ? alu_out :
                       (result_src == 2'b01) ? mem_data : pc + 4;
    assign alu_result = alu_out;
endmodule
==> flow_metrics.env <==
# flow metrics
export IMPL_max_stage_delay_ns=0.58
export IMPL_whs_ns=0.488
export IMPL_path_max_fanout=36
export IMPL_min_path_type="reg -> reg"
export IMPL_critical_path_buf_inv_count=4
export IMPL_setup_worst_path_start="pc_reg[2]$_DFF_PP0_"
export IMPL_antenna_cells=0
export IMPL_clkSinkCount=94
export IMPL_fin_area_um2=6680
export IMPL_grt_max_degree=38
export IMPL_largest_register_ffs=64
export IMPL_drc=0
export IMPL_p_per_area_nw_per_um2=97.6
export IMPL_hold_viol=0
export IMPL_status="complete, no violations"
export IMPL_regToRegSetupSlack_ns=8.03
export IMPL_dp_slack_ns=5.35
export IMPL_whs_path_depth=1
export IMPL_core_area_um2=13400
export IMPL_post_cts_resized=0
export IMPL_clock_latency_ns=0.35
export IMPL_path_delay_family="buffers and inverters"
export IMPL_via_per_inst=5.22
export IMPL_ys_flop_type="edfxtp_1"
export IMPL_tns_ns=0
export IMPL_rr_worst_depth=14
export IMPL_start_kind="flip-flop"
export IMPL_gp_congestion=0.845
export IMPL_finClkSkew_ns=0.00924
export IMPL_fin_ws_ns=4.97
export IMPL_die_h_um=120
export IMPL_ys_chip_area_um2=5580
export IMPL_slew_headroom_pct=57.9
export IMPL_syn_area_um2=5580
export IMPL_grtUsageTotal_pct=17.5
export IMPL_fp_dieW_um=120
export IMPL_max_vdd_ir_drop_mv=0.0803
export IMPL_grt_pass1_vias=3836
export IMPL_grt_pass1_wl_mm=19.2
export IMPL_row_count=42
export IMPL_rsz0062_at_grt="false"
export IMPL_clockBufferDepth=2
export IMPL_worstSetupEndpoint="alu_result[26]"
export IMPL_io_pins=66
export IMPL_avgSynthCellArea_um2=10.7
export IMPL_criticalPathCategory="reg -> out"
export IMPL_clockRootBuffer="clkbuf_16"
export IMPL_cts_buffers=9
export IMPL_io_buffers=63
export IMPL_worstPathArrival_ns=4.71
export IMPL_crit_chain="inv_1, ha_1, buf_4, nor2_1, buf_4, and2_1, ha_1, a21oi_1, o211ai_1, a21oi_1, a21o_2, a21oi_1, nor4_1, clkdlybuf4s50_1"
export IMPL_min_period_ns=7.13
export IMPL_h_tree_depth=3
export IMPL_setup_viol=0
export IMPL_slowest_stage="clkdlybuf4s50_1"
export IMPL_overflow=0
export IMPL_placed_area_um2=6350
export IMPL_drtAntennaViolNets=0
export IMPL_path_common_cell="a21oi_1"
export IMPL_tool_warnings=27
export IMPL_cts_tree="done"
export IMPL_wl_mm=11.5
export IMPL_area_delta_synth_final_pct=19.7
export IMPL_cts_setup_buffers=0
export IMPL_reg2reg_from="pc_reg[2]$_DFF_PP0_"
export IMPL_dr_total_vias=3986
export IMPL_synthCells=523
export IMPL_drt_iter0_markers=252
export IMPL_finalClockPeriodUsage_pct=58.9
export IMPL_crit_required_ns=9.68
export IMPL_drv_cap=0
export IMPL_maxClockFrequency_mhz=140
export IMPL_dp_hpwl_mm=8.12
export IMPL_enable_flop_cells=64
export IMPL_antenna_found_initial=0
export IMPL_wl_per_cell_um=15.0
export IMPL_worst_slew_pin_slew_ns=0.625
export IMPL_p_leak_nw=2.60
export IMPL_endpoint_kind="primary output"
export IMPL_fp_util_pct=41.6
export IMPL_chipArea_um2=14400
export IMPL_numSynthFlops=94
export IMPL_ys_cells=523
export IMPL_cts_clk_slew_worst_paths_ns=0.07
export IMPL_synth_seq_share_pct=47.9
export IMPL_async_reset_ff_share_pct=31.9
export IMPL_drive_gt1_share_pct=6.46
export IMPL_synth_cell_types=61
export IMPL_timing_rr_end="rf.regs[2][25]$_DFFE_PP_"
export IMPL_crit_cells=14
export IMPL_drv_slew=0
export IMPL_ys_warn_count=6
export IMPL_hold_buffers=0
export IMPL_drt_pass1_iter_count=4
## placed cells by master, fill, tap and decap left out, types with 16 or more instances in the layout
master           instances
edfxtp_1                64
clkdlybuf4s50_1         63
and2_1                  60
xnor2_1                 40
a21oi_1                 39
ha_1                    34
nand2_1                 31
dfrtp_1                 30
o21ai_0                 20
nor2_1                  20
nand3_1                 20
nand4_1                 16
## cell type report
class	count	area, um2
clock buffer	10	250
clock inverter	6	78.8
fill	1224	6730
inverter	15	56.3
multi-input combinational	395	2730
sequential	94	2670
tap	176	220
timing repair buffer	68	668
## how the worst min path moves through the flow
| stage | start | end |
|---|---|---|
| CTS | pc_reg[21]$_DFF_PP0_ | pc_reg[21]$_DFF_PP0_ |
| global route | pc_reg[31]$_DFF_PP0_ | pc_reg[31]$_DFF_PP0_ |
| finish | pc_reg[31]$_DFF_PP0_ | pc_reg[31]$_DFF_PP0_ |
## synthesized netlist by cell type, drive strengths merged, types with 2 or more instances
cell     instances  area, um2
edfxtp          64       1920
and2            61        383
a21oi           40        211
xnor2           40        350
ha              34        425
nand2           32        123
dfrtp           30        751
o21ai           21        105
nand3           20        100
nor2            20       75.1
clkbuf          16       81.3
nand4           16        100
a21o            15        119
inv             15       56.3
xor2            14        123
nor3            10       50.1
a211oi           9       72.6
and3             9       56.3
o211ai           8       60.1
a31oi            5       31.3
or3              5       37.5
buf              4       40.0
nor4             3       18.8
o21bai           3       22.5
a2111oi          2       23.8
a211o            2       17.5
and4             2       17.5
mux2             2       22.5
o2111ai          2       17.5
## routing by layer
layer  part of all wire (%)  routed length [um]  track usage [%]  up-vias
li1                       -                   -                -     2027
met3                    5.2                 602             5.29        8
met1                     50                5770             29.3     1865
met5                      0                   0                0        -
met4                    1.1                 126             2.03        0
met2                     43                5000             24.4       86
## cell families after synthesis
group,after synthesis,share of synthesized area (%)
AND/OR/NAND/NOR,182,17.7
AND-OR/OR-AND,120,14.2
buffers and inverters,35,3.19
flip-flops,94,47.9
multiplexers,2,0.404
adder cells (fa/ha/maj),35,7.99
XOR/XNOR,54,8.48
other,1,0.0673
## per-stage QoR
stage / power, mW / util, % / std cells
finish: 0.651 / 49.8 / 764
floorplan: 0.349 / - / 524
global placement: 0.350 / 47.4 / 748
global route: 0.673 / 49.8 / 764
CTS: 0.661 / 49.8 / 764
detailed placement: 0.350 / 47.4 / 748
## where the power goes
part           leakage (nW)  internal, mW  switching [mW]
Sequential            0.887         0.340               0
Clock                 0.163         0.178           0.131
Combinational          1.55      0.000517         0.00189
No activity file was given, so power comes from the tool's default toggle rates.
